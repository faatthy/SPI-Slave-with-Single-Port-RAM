`design/flow/design.v`:
```
module SERIALIZER(
    input rst,clk,
    input [7:0] data,
    output reg ser_out,
    input data_valid,ss_n
);
reg [7:0] registers;
reg [3:0] counter=4'b0000;  
always @(posedge clk,negedge rst)
begin
  if(!rst)
  begin
    counter<=2'b00;
    registers<=8'b00;
    ser_out<=1'b0;
  end
  else if(data_valid)
  begin
    registers<=data;
    ser_out<=1'b0;
    counter<=4'b0000;
  end
  else if(!ss_n)
  begin
    if (counter!=4'd8) begin
      {registers,ser_out}<={1'b0,registers};
    counter<=counter+1;
    end
    else begin
      counter<=4'd0;
    end
  end
else
counter<=4'b0000;
end
endmodule
module SPI_Slave(
    input MOSI,
    input clk,rst,ss_n,
    input tx_valid,
    output wire MISO,
    input [7:0]tx_data,
    output wire [9:0]rx_data,
    output wire rx_valid
);
wire deserializer_en;
localparam IDLE_State     =2'b00;
localparam CHECK_CMD_State=2'b01;
localparam READ_State     =2'b10;
localparam WRITE_State    =3'b11;
reg[1:0] state_next;
reg[1:0] state_reg;
always @(posedge clk,negedge rst) begin
    if (!rst) begin
        state_reg<=3'b00;
    end
    else begin
      state_reg<=state_next;
    end
end
always @(*) begin
    case (state_reg)
        IDLE_State:begin
          if (ss_n) begin
            state_next<=IDLE_State;
          end
          else begin
            state_next<=CHECK_CMD_State;
          end
        end 
        CHECK_CMD_State:begin
          if (ss_n) begin
            state_next<=IDLE_State;
          end
          else begin
            if (MOSI) begin
                state_next<=READ_State;
            end
            else begin
              state_next<=WRITE_State;
            end
          end
        end
        READ_State:begin
          if (ss_n) begin
            state_next<=IDLE_State;
          end
          else if(ss_n)begin
            state_next<=READ_State;
          end
        end
        WRITE_State:begin
          if (ss_n) begin
            state_next<=IDLE_State;
          end
          else if(ss_n)begin
            state_next<=WRITE_State;
          end
        end
        default: state_next<=IDLE_State;
    endcase
end
assign deserializer_en=(state_reg!=IDLE_State&&state_reg!=CHECK_CMD_State)?1'b1:1'b0;
deserializer  Deserializer_SPI(
    .serial_data(MOSI),
    .clk(clk),
    .rst(rst),
    .deser_en(deserializer_en),
    .parallel_data(rx_data),
    .data_valid(rx_valid)
);
SERIALIZER SERIALIZER_SPI(
   .rst(rst),
   .clk(clk),
   .data(tx_data),
   .ser_out(MISO),
   .data_valid(tx_valid),
   .ss_n(ss_n)
);
endmodule
module SPI_TOP(
    input clk,
	input rst,
	input ss_n,
	input MOSI, 
	output MISO
);
	wire [9:0] SLAVE_RAM;
	wire [7:0] RAM_SLAVE;
	wire tx_valid, rx_valid;
	SPI_Slave SPI_SLAVE 
	(
		.MOSI(MOSI),
		.MISO(MISO),
		.ss_n(ss_n),
		.clk(clk),
		.rst(rst),
		.rx_data(SLAVE_RAM),
		.rx_valid(rx_valid),
		.tx_data(RAM_SLAVE),
		.tx_valid(tx_valid)
	);
	Single_Port_Asyn_RAM RAM
	(
		.clk(clk),
		.rst(rst),
		.din(SLAVE_RAM),
		.rx_valid(rx_valid),
		.dout(RAM_SLAVE),
		.tx_valid(tx_valid)
	);
endmodule
module Single_Port_Asyn_RAM #(parameter MEM_DEPTH =256,parameter ADDR_SIZE=8)( 
    input [9:0]din,
    input clk,rst,rx_valid,
    output reg [7:0] dout,
    output reg tx_valid
);
reg [ADDR_SIZE-1:0] MEMORY [0:MEM_DEPTH-1];
reg [ADDR_SIZE-1:0] write_address,read_address;
always @(posedge clk,negedge rst) begin
    if (!rst) begin
        dout<=8'b0;
        tx_valid<=1'b0;
        write_address<='b0;
        read_address<='b0;
    end
    else if(rx_valid)
    begin
      case (din[9:8])
        2'b00:begin
          write_address<=din[7:0];
        end 
        2'b01:begin
          MEMORY[write_address]<=din[7:0];
        end
        2'b10:begin
          read_address<=din[7:0];
        end
        2'b11:begin
          dout<=MEMORY[read_address];
          tx_valid<=1'b1;
        end
        default: begin
          dout<=8'b0;
          tx_valid<=1'b0;
          write_address<='b0;
          read_address<='b0;
        end
      endcase
    end
end
endmodule
module deserializer(
    input serial_data,
    input clk,rst,
    input deser_en,
    output reg[9:0] parallel_data,
    output reg data_valid
);
reg [3:0] counter ;
always @(posedge clk,negedge rst) begin
    if (!rst) begin
        parallel_data<=10'b0;
        counter<=4'b0;
        data_valid<=1'b0;
    end
    else if (deser_en) begin
        if(counter!=4'd10)begin
        parallel_data<={serial_data,parallel_data[9:1]};
        counter<=counter+1'b1;
        data_valid<=1'b0;
        end
        else begin
          data_valid<=1'b1;
          counter<=4'b0;
        end
    end
    else
    begin
      data_valid<=1'b0;
    end
end
endmodule
```
`design/flow/run.sh`:
```
#!/bin/bash
# OpenROAD 26Q1-2900-gdf79404cd8, Yosys 0.63+post, stock flow scripts
make -C /OpenROAD-flow-scripts/flow DESIGN_CONFIG=/design/flow/config.mk WORK_HOME=/design/flow/orfs finish
```
`design/flow/config.mk`:
```
export PLATFORM = sky130hd
export DESIGN_NAME = SPI_TOP
export DESIGN_NICKNAME = SPI_TOP
export VERILOG_FILES = /design/flow/design.v
export SDC_FILE = /design/flow/constraint.sdc
export NUM_CORES = 4
export LEC_CHECK = 1
export CORE_UTILIZATION = 50
```
`design/flow/constraint.sdc`:
```
current_design SPI_TOP

set clk_period 20.8
set clk_io_pct 0.2

create_clock -name clk0 -period $clk_period [get_ports {clk}]

set non_clock_inputs [all_inputs -no_clocks]
set_input_delay [expr $clk_period * $clk_io_pct] -clock clk0 $non_clock_inputs
set_output_delay [expr $clk_period * $clk_io_pct] -clock clk0 [all_outputs]
```
==> results.txt <==
fresh numbers from the pnr run: RSZ-0062 raised after global routing no, skew final between 0.03 and 0.04 ns, Yosys reg bits about 2,100, gr ovfl total 0, minimum clock period around 7.0 ns, Die Size 0.163 mm^2, Log Warnings 35, hold_sp RAM.dout[7], Flop area approximately 0.063 mm^2, Syn Inst Count roughly 5,100, register pins left without a clock 2, comb. cell area between 0.015 and 0.02 mm^2, Startpoint Class flip-flop, Tcrit/Tclk final between 30% and 40%, Top reg by flops RAM.MEMORY, drc violations 0, Routed Antenna Nets 1, synth unique cells 74, EDFF count, synth just over 2,000, Total Power 10.3 mW, Syn Std Cell Area 0.0807 mm^2, crit end category flip-flop, YS chip area 0.0807 mm^2, clk root buf clkbuf_16, max FFs per register 2,048, endpoints left unconstrained 4, vias in the first global route 68,577, worst r2r path cells 12, # Cells Yosys 5,080, share of cells above drive strength 1 approximately 17%, Worst Hold Margin between 0.4 and 0.5 ns, Critical Path Max Stage Delay 1.08 ns, CTS tree built, largest net degree at the start of global routing around 100, Clock Latency Late Sink 0.95 ns, maximum clock rate approximately 140 MHz, critical-path cell list buf_4 -> or4b_2 -> buf_4 -> buf_4 -> nor2_1 -> a32oi_1 -> nand3_1 -> nor4_1 -> nand4_1 -> nor4_2 -> buf_4 -> a221oi_1, number of DRC markers in iteration 0 roughly 12,000, Crit Path Max Fanout 41, Crit Path Category reg2reg, clock buffers created by TritonCTS roughly 210, reg2reg end RAM.dout[4], WL final between 500,000 and 600,000 um, Max IR drop VDD roughly 0.00018 V, fillers roughly 12,000, WL per Instance just under 70 um, P&R area growth vs syn 15.9%, Die W approximately 400 um, Post-synth ARST share approximately 2.6%, WP data arrival between 7 and 8 ns, worst hold endpoint RAM.dout[7], row cnt roughly 150, H-tree levels 4, post-CTS setup buffers 0, most frequent CP cell buf_4, I/O pin count 5, Mean Syn Cell Area approximately 16 um^2, placed insts 7,359, Final Hold Viols 0, gpl congestion 1.27, run status complete, but fails checks, gr usage total around three quarters, Slew @ Worst Pin ~2.1 ns, Syn. warnings 5, FP Util 50.3%, CTS Hold Bufs 0, DP HPWL between 300,000 and 400,000 um, Commonest flop edfxtp_1, Max Slew Vio Count 8, Slew HR -37.5%, total vias in the final route between 70,000 and 80,000, hold path depth 2, final cell count without fillers slightly below 8,000, setup tns final 0 ns, Die Ht approximately 400 um, post-CTS resize count 0, r2r setup slk roughly 14 ns, Final setup violation count 0, crit path DRT ~22 ns, initial antenna violation count between 100 and 150, Min-Delay Path Class reg2reg, worst r2r src RAM.read_address[5], Leak Pwr between 20 and 30 nW, worst-case clock buffer depth 3, violated checks antenna rules, capacitance limit, slew limit, top flop regs RAM.MEMORY x2048, SPI_SLAVE.Deserializer_SPI.parallel_data x10, number of port buffers 4, Crit-path slowest cell nor4_1, Core ar. between 0.15 and 0.2 mm^2, via-per-instance ratio 8.93, TritonRoute pass-1 iters 13, first-pass GRT wire length approximately 710,000 um, power per standard cell area roughly 110 mW/mm^2, Reg clk slew, reported paths 0.06 ns, Max Cap Viol 1
routing by layer:
metal	global-route usage (%)	wire length, um	up-vias
met5	63.2	9170	-
met3	72.6	123000	4084
li1	-	-	21799
met4	69.0	76300	224
met1	75.5	142000	34083
met2	83.4	196000	10751
logic make-up (layout without fill, tap and decap cells):
group / after synthesis / in the layout / share of synthesized area [%]
mux: 38 / 38 / 0.513
compound gates: 1066 / 1066 / 9.95
flops: 2103 / 2103 / 77.9
latches: 2 / 2 / 0.0372
simple gates: 1445 / 1445 / 9.26
xor+xnor: 5 / 5 / 0.0543
fa+ha+maj: 2 / 2 / 0.0310
other cells: 0 / 187 / 0
buf+inv: 419 / 937 / 2.27
cells in the mapped netlist, drive strengths merged (10+ instances only):
cell,n,share of area (%)
a2111oi,13,0.14
a21oi,74,0.46
a221oi,28,0.30
a222oi,51,0.63
a22o,43,0.47
a22oi,448,4.2
a32oi,154,1.7
and3,28,0.22
buf,212,1.3
clkbuf,199,0.93
dfrtp,55,1.7
edfxtp,2048,76
mux2,27,0.38
mux2i,11,0.14
nand2,90,0.42
nand3,512,3.2
nand4,159,1.2
nand4b,10,0.12
nand4bb,10,0.14
nor2,401,1.9
nor2b,10,0.078
nor3,42,0.26
nor4,66,0.52
nor4b,11,0.16
nor4bb,11,0.14
o211ai,16,0.15
o21ai,34,0.21
o22ai,152,1.2
or3,10,0.078
or4,36,0.33
stage by stage:
step	setup WS [ns]	utilization (%)	instance area, um^2
5_1_grt	14.47	58.2	93400
4_1_cts	14.71	58.1	93100
3_3_place_gp	13.70	53.7	86200
3_5_place_dp	13.79	53.7	86200
2_1_floorplan	14.62	-	80700
6_report	13.81	58.4	93600
layout make-up:
class | count | area share, %
antenna | 187 | 0.500
clock buffer | 265 | 5.97
clock inverter | 134 | 1.46
inverter | 8 | 0.0321
multi-input combinational | 2556 | 17.5
sequential | 2105 | 67.3
tap | 2160 | 2.89
timing repair buffer | 530 | 4.39
worst max path at each step:
stage	from	to	slack, ns	cells after the start
CTS	rst	RAM.MEMORY[177][4]	14.71	6
global route	RAM.read_address[6]	RAM.dout[3]	14.47	11
finish	RAM.read_address[5]	RAM.dout[4]	13.81	12
placed cells by master (no fill, tap or decap), types with 16 or more instances in the layout:
master     Yosys  layout
o22ai_1      152     152
clkinv_2       0      45
buf_4          6     516
a221oi_1      28      28
diode_2        0     187
clkbuf_16      0     215
o211ai_1      16      16
nand2_1       89      82
and3_1        28      28
o21ai_0       34      33
edfxtp_1    2048    2048
a22oi_1      445     445
or4_1         36      36
dfrtp_1       55      41
mux2_2        27      27
nand4_1      159     159
nor2_1       401     398
bufinv_16      0      22
clkinv_1       0      40
a32oi_1      154     154
a222oi_1      51      51
nand3_1      512     511
nor3_1        42      36
a21oi_1       74      74
clkbuf_1     198      48
a22o_1        43      43
nor4_1        65      60
worst max-delay path, delay by kind of cell (launching register included):
family,cells,cell delay (ns)
buffers and inverters,4,1.86
AND-OR/OR-AND,2,0.79
flip-flops,1,0.41
AND/OR/NAND/NOR,6,3.69
power by group:
group	switching (mW)	internal [mW]
Sequential	0.117	5.03
Clock	1.75	2.18
Combinational	1.09	0.144
Power and IR drop assume default switching activity.
